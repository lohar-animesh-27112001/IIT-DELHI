`run.sh`:
```
#!/bin/bash
# OpenROAD 26Q1-2900-gdf79404cd8, Yosys 0.63+post, stock flow scripts
make -C /OpenROAD-flow-scripts/flow DESIGN_CONFIG=/design/flow/config.mk WORK_HOME=/design/flow/orfs finish
```
`config.mk`:
```
export PLATFORM = sky130hd
export DESIGN_NAME = alu
export DESIGN_NICKNAME = alu
export VERILOG_FILES = /design/flow/design.v
export SDC_FILE = /design/flow/constraint.sdc
export NUM_CORES = 4
export LEC_CHECK = 1
export CORE_UTILIZATION = 50
```
`constraint.sdc`:
```
current_design alu

set clk_period 357.7
set clk_io_pct 0.2

create_clock -name clk0 -period $clk_period

set non_clock_inputs [all_inputs -no_clocks]
set_input_delay [expr $clk_period * $clk_io_pct] -clock clk0 $non_clock_inputs
set_output_delay [expr $clk_period * $clk_io_pct] -clock clk0 [all_outputs]
```
`design.v`:
```
`timescale 1ns/1ps
module alu(
    input  wire [31:0] a,
    input  wire [31:0] b,
    input  wire [3:0]  op,
    output reg  [31:0] y,
    output wire        zero
);
    always @(*) begin
        case (op)
            4'd0: y = a + b;
            4'd1: y = a - b;
            4'd2: y = a & b;
            4'd3 : y = a | b;
            4'd4: y = a ^ b;
            4'd5: y = ($signed(a) < $signed(b)) ? 32'd1 : 32'd0;
            4'd6: y = a << b[4:0];
            4'd7: y = a >> b[4:0];
            4'd8: y = $signed(a) >>> b[4:0];
            4'd10: y = ~b;
            4'd9:y = b;
            4'd11: y = a * b;
            4'd12: y = (b!=0) ? (a / b) : 32'hFFFFFFFF;
            4'd13: y = (b!=0) ? (a % b) : a;
            default:   y = 32'd0;
        endcase
    end
    assign zero = (y == 32'd0);
endmodule
```
==> results.env <==
STATUS='complete, but fails checks'
VIOLATIONS='max-capacitance violations, max-slew violations'
FF_COUNT=0
SETUP_TNS_NS=0
CTS_HOLD_REPAIR_BUFFERS=0
LAY_TOP_COUNT='sky130_fd_sc_hd__nand2_1'
FIRSTDRTPASSITERS=9
GR-TOTAL-OVERFLOW=0
POSTSYNTHAREAPERCELL_UM2=7.002
PERIOD_MINUS_SLACK_NS=231.88
YOSYSTOPAREACELLSHARE=0.1656
SWITCHING_SHARE=0.6246
POSTLAYOUTCOREUTIL=0.5344
DIE-WIDTH_UM=339.1
FINAL_CRITICAL_PATH_SETUP_SLACK_NS=125.82
HOLD_PATH_STARTPOINT='b[4]'
SYNTH-AREA-YOSYS_UM2=56820
GRT_FIRST_PASS_WIRELENGTH_UM=421600
ROUTED_WIRELENGTH_UM=293900
CORE_AREA_UM2=112700
PROPORTION_OF_SYNTHESIZED_CHIP_AREA_IN_SEQUENTIAL_CELLS=0
FINAL_HOLD_VIOL_COUNT=0
PLACE.GP.CONGESTION=1.165
SYNTH_XOR_XNOR_AREA_SHARE=0.07152
POST_SYNTH_INST_COUNT=8114
POSTCTSSETUPBUFFERS=0
HPWLAFTERDP_UM=229400
SYNTH_AREA_UM2=56820
IO-PIN-COUNT=101
CRIT_FANOUT=38
POST_SYNTH_MAIN_AREA_CONTRIBUTORS='sky130_fd_sc_hd__ha_1, sky130_fd_sc_hd__fa_1, sky130_fd_sc_hd__nand2_1, sky130_fd_sc_hd__nor2_1, sky130_fd_sc_hd__a21oi_1'
CRIT_TYPE='in -> out'
DIE.SIZE.Y_UM=339.1
AREA.SEQUENTIAL_UM2=0
INTERNAL_POWER_mW=0.1826
VDD_IR_DROP_MAX_uV=46.65
YOSYS_WARNINGS=1
FINAL_MAX_SLEW_VIOL_COUNT=2
ANTENNA_FOUND_INITIAL=43
DRIVE_ABOVE_1_SHARE=0.06901
DESIGN_AREA_UM2=60200
POST-ROUTE-PERIOD-UTIL=0.6483
PLACEMENT.CELL_AREA_UM2=60130
SWITCHINGPOWER_mW=0.3038
PORT_BUFFERS=101
PLACEMENTROWS=123
HP-CLASS='in -> out'
SYNTH.CELLMIX.SIMPLESHARE=0.2306
CRITICAL_PATH_STARTPOINT='b[28]'
FINISH.CELL_COUNT_WITHOUT_FILLERS=9601
SLOWEST_CELL_ON_THE_CRITICAL_PATH='sky130_fd_sc_hd__a311oi_1'
POWER_DENSITY_nW_PER_UM2=8.081
AREA_GROWTH_PCT=5.957
PRE_CTS_SLACK_NS=129.54
YS_TYPES=102
FMAXACHIEVABLE_MHz=4.313
ROUTED_WIRE_LENGTH_PER_INSTANCE_UM=30.61
CRIT_ARRIVAL_NS=160.34
GRT_USE_TOTAL=0.5148
WORSTMARGINPINSLEW_NS=1.638
VIAS_PER_CELL=6.860
CRIT_PATH_END_KIND='primary output'
CLKBUF_COUNT=0
DRC_VIOLATIONS_LEFT=0
INITCOREUTIL=0.5044
SYNTHAOIAREAFRAC=0.2700
POST_SYNTH_ADDER_CELL_AREA=0.3104
POST_CTS.RESIZED_INSTANCES=0
MUX_SHARE_OF_AREA=0.04349
LEAKAGE_nW=28.05
YOSYSCELLCOUNT=8114
POST-SYNTH-TOP-AREA-CELL='sky130_fd_sc_hd__ha_1'
FINALSETUPVIOLCOUNT=0
VIA_COUNT_OF_THE_FIRST_GLOBAL_ROUTING_PASS=61601
CRITICAL-PATH-TOP-CELL-BY-COUNT='sky130_fd_sc_hd__ha_1'
ROUTE.ANTENNA.REMAINING_NETS=0
TIMING.CRITICAL_PATH.FROM_TYPE='input port'
ROUTE.VIAS.TOTAL=65860
WARNING_COUNT=102
MOST-COMMON-LAYOUT-CELLS='sky130_fd_sc_hd__nand2_1, sky130_fd_sc_hd__nor2_1, sky130_fd_sc_hd__ha_1'
CP_NUM_BUF_INV=27
GRT_MAX_DEGREE=59
SYNTHTOPLOGICFAMILY='adder cells'
PLACE.DETAILED.INSTANCES=9571
MAX_CAP_VIOL_COUNT=1
CHIP_AREA_UM2=115000
CRIT_PATH_MAX_INCR_DELAY_NS=0.84
MAX-SLEW-MARGIN-REL=-0.1037
CRITPATHTOPFAMILY='AND-OR/OR-AND gates'
WORST_ENDPOINT_REQUIRED_TIME_NS=286.16
RSZ0062_AT_GRT='false'
INITIALDRTVIOLATIONCOUNT=7615
[path summary, 6_finish.rpt]
path / to / slack (ns) / depth (start not counted)
max: zero / 125.82 / 292
min: y[19] / 144.44 / 6
[tightest hold or removal path, delay by kind of cell]
| kind | cells | cell delay, ns |
|---|---|---|
| and+or+nand+nor | 1 | 0.10 |
| AOI/OAI and AO/OA | 2 | 0.30 |
| buffers and inverters | 3 | 0.92 |
[cell families (layout without fill, tap and decap cells)]
kind of cell,Yosys count,after routing
buffers and inverters,1115,1072
AOI/OAI and AO/OA,2323,2323
muxes,168,168
adders and majority gates,1163,1163
other,0,30
and+or+nand+nor,2881,2881
xor gates and xnor gates,464,464
[cell type report]
| cell class | count | area (um^2) |
|---|---|---|
| multi-input combinational | 6999 | 52710 |
| timing repair buffer | 358 | 2855 |
| antenna | 30 | 75.07 |
| fill | 10838 | 52450 |
| tap | 1500 | 1877 |
| inverter | 714 | 2685 |
[metrics by stage]
step	power, mW	hold WS (ns)
2_1_floorplan	0.3167	143.41
3_3_place_gp	0.4607	144.39
3_5_place_dp	0.4627	144.40
4_1_cts	0.4664	144.40
5_1_grt	0.5284	144.46
6_report	0.4865	144.44
[cell usage after synthesis, types with 87 or more instances]
| cell type | n |
|---|---|
| sky130_fd_sc_hd__a211oi_1 | 93 |
| sky130_fd_sc_hd__a21o_1 | 179 |
| sky130_fd_sc_hd__a21oi_1 | 611 |
| sky130_fd_sc_hd__a31oi_1 | 91 |
| sky130_fd_sc_hd__buf_1 | 87 |
| sky130_fd_sc_hd__clkbuf_1 | 300 |
| sky130_fd_sc_hd__fa_1 | 411 |
| sky130_fd_sc_hd__ha_1 | 752 |
| sky130_fd_sc_hd__inv_1 | 707 |
| sky130_fd_sc_hd__nand2_1 | 1071 |
| sky130_fd_sc_hd__nand3_1 | 176 |
| sky130_fd_sc_hd__nor2_1 | 824 |
| sky130_fd_sc_hd__nor3_1 | 189 |
| sky130_fd_sc_hd__o21a_1 | 122 |
| sky130_fd_sc_hd__o21ai_0 | 445 |
| sky130_fd_sc_hd__xnor2_1 | 281 |
| sky130_fd_sc_hd__xor2_1 | 183 |
[layer usage]
layer | global-route usage | vias up | part of all wire
li1 | - | 28940 | -
met1 | 0.6554 | 30708 | 0.37
met2 | 0.6907 | 4914 | 0.39
met3 | 0.2603 | 1246 | 0.16
met4 | 0.3172 | 52 | 0.080
met5 | 0.03268 | - | 0.0025
Power figures rest on the tool's default switching activity, not on a simulated workload.
