==> design/flow/design.v <==
module compute (
    input  wire signed [15:0] x1_real,
    input  wire signed [15:0] x1_imag,
    input  wire signed [15:0] x2_real,
    input  wire signed [15:0] x2_imag,
    input  wire signed [15:0] w_real,
    input  wire signed [15:0] w_imag,
    output reg signed [15:0] add_real,
    output reg signed [15:0] add_imag,
    output reg signed [15:0] sub_real,
    output reg signed [15:0] sub_imag
    );
    reg signed [31:0] mult1, mult2, mult3, mult4;
    reg signed [31:0] t_real, t_imag;
    always @(*) begin
        mult1 = w_real * x2_real;
        mult2 = w_imag * x2_imag;
        mult3 = w_real * x2_imag;
        mult4 = w_imag * x2_real;
        t_real = (mult1 - mult2) >>> 8;
        t_imag = (mult3 + mult4) >>> 8;
        add_real = x1_real + t_real[15:0];
        add_imag = x1_imag + t_imag[15:0];
        sub_real = x1_real - t_real[15:0];
        sub_imag = x1_imag - t_imag[15:0];
    end
endmodule
module fft_64 (
    input wire clk,  
    input wire rst,  
    input wire start,  
    input wire signed [15:0] in_real,  
    input wire signed [15:0] in_imag,  
    output reg signed [15:0] out_real,  
    output reg signed [15:0] out_imag,  
    output reg valid,  
    output reg ready  
);
    parameter size = 32;  
    reg signed [15:0] twiddle_real[0:size-1];
    reg signed [15:0] twiddle_imag[0:size-1];
    initial begin
        twiddle_real[0] = 16'h0100; twiddle_imag[0] = 16'h0000;
        twiddle_real[1] = 16'h00FF; twiddle_imag[1] = 16'hFFE7;
        twiddle_real[2] = 16'h00FB; twiddle_imag[2] = 16'hFFCE;
        twiddle_real[3] = 16'h00F5; twiddle_imag[3] = 16'hFFB6;
        twiddle_real[4] = 16'h00ED; twiddle_imag[4] = 16'hFF9E;
        twiddle_real[5] = 16'h00E2; twiddle_imag[5] = 16'hFF87;
        twiddle_real[6] = 16'h00D5; twiddle_imag[6] = 16'hFF72;
        twiddle_real[7] = 16'h00C6; twiddle_imag[7] = 16'hFF5E;
        twiddle_real[8] = 16'h00B5; twiddle_imag[8] = 16'hFF4B;
        twiddle_real[9] = 16'h00A2; twiddle_imag[9] = 16'hFF3A;
        twiddle_real[10] = 16'h008E; twiddle_imag[10] = 16'hFF2B;
        twiddle_real[11] = 16'h0079; twiddle_imag[11] = 16'hFF1E;
        twiddle_real[12] = 16'h0062; twiddle_imag[12] = 16'hFF13;
        twiddle_real[13] = 16'h004A; twiddle_imag[13] = 16'hFF0B;
        twiddle_real[14] = 16'h0032; twiddle_imag[14] = 16'hFF05;
        twiddle_real[15] = 16'h0019; twiddle_imag[15] = 16'hFF01;
        twiddle_real[16] = 16'h0000; twiddle_imag[16] = 16'hFF00;
        twiddle_real[17] = 16'hFFE7; twiddle_imag[17] = 16'hFF01;
        twiddle_real[18] = 16'hFFCE; twiddle_imag[18] = 16'hFF05;
        twiddle_real[19] = 16'hFFB6; twiddle_imag[19] = 16'hFF0B;
        twiddle_real[20] = 16'hFF9E; twiddle_imag[20] = 16'hFF13;
        twiddle_real[21] = 16'hFF87; twiddle_imag[21] = 16'hFF1E;
        twiddle_real[22] = 16'hFF72; twiddle_imag[22] = 16'hFF2B;
        twiddle_real[23] = 16'hFF5E; twiddle_imag[23] = 16'hFF3A;
        twiddle_real[24] = 16'hFF4B; twiddle_imag[24] = 16'hFF4B;
        twiddle_real[25] = 16'hFF3A; twiddle_imag[25] = 16'hFF5E;
        twiddle_real[26] = 16'hFF2B; twiddle_imag[26] = 16'hFF72;
        twiddle_real[27] = 16'hFF1E; twiddle_imag[27] = 16'hFF87;
        twiddle_real[28] = 16'hFF13; twiddle_imag[28] = 16'hFF9E;
        twiddle_real[29] = 16'hFF0B; twiddle_imag[29] = 16'hFFB6;
        twiddle_real[30] = 16'hFF05; twiddle_imag[30] = 16'hFFCE;
        twiddle_real[31] = 16'hFF01; twiddle_imag[31] = 16'hFFE7;
    end
    parameter N = 64;  
    parameter stages = 6;  
    reg signed [15:0] mem_real[0:N-1];
    reg signed [15:0] mem_imag[0:N-1];
    wire signed [15:0] bf_y1_real;
    wire signed [15:0] bf_y1_imag;
    wire signed [15:0] bf_y2_real;
    wire signed [15:0] bf_y2_imag;
    reg [5:0] butterfly_counter;
    reg [5:0] mem_read_addr1;
    reg [5:0] mem_read_addr2;
    reg [5:0] mem_write_addr;
    reg [5:0] stage_counter;
    reg [5:0] read_counter;
    reg [5:0] write_counter;
    fft_butterfly butterfly_unit (
        .clk(clk),
        .rst(rst),
        .x1_real(mem_real[mem_read_addr1]),
        .x1_imag(mem_imag[mem_read_addr1]),
        .x2_real(mem_real[mem_read_addr2]),
        .x2_imag(mem_imag[mem_read_addr2]),
        .w_real(twiddle_real[butterfly_counter[4:0]]),
        .w_imag(twiddle_imag[butterfly_counter[4:0]]),
        .y1_real(bf_y1_real),
        .y1_imag(bf_y1_imag),
        .y2_real(bf_y2_real),
        .y2_imag(bf_y2_imag)
    );
    parameter IDLE = 3'b000;  
    parameter LOAD = 3'b001;  
    parameter PROCESS = 3'b010;  
    parameter OUTPUT = 3'b011;  
    parameter DONE = 3'b100;  
    reg [2:0] state;  
    always @(posedge clk or posedge rst) begin
        if (rst) begin  
            state <= IDLE;  
            stage_counter <= 0;
            butterfly_counter <= 0;
            write_counter <= 0;
            read_counter <= 0;
            mem_write_addr <= 0;
            valid <= 0;  
            ready <= 1;  
        end else begin  
            case (state)  
                IDLE: begin
                    ready <= 1;  
                    if (start) begin  
                        state <= LOAD;  
                        ready <= 0;
                        write_counter <= 0;
                    end
                end
                LOAD: begin  
                    if (write_counter == N-1) begin
                        mem_real[write_counter] <= in_real;
                        mem_imag[write_counter] <= in_imag;
                        stage_counter <= 0;
                        butterfly_counter <= 0;
                        state <= PROCESS;
                    end else begin
                        mem_real[write_counter] <= in_real;
                        mem_imag[write_counter] <= in_imag;
                        write_counter <= write_counter + 1;
                    end
                end
                PROCESS: begin
                    if (stage_counter < stages) begin
                        if (butterfly_counter > 0) begin
                            mem_read_addr1 <= butterfly_counter;
                            mem_read_addr2 <= butterfly_counter + (1 << stage_counter);
                            mem_real[mem_write_addr] <= bf_y1_real;
                            mem_imag[mem_write_addr] <= bf_y1_imag;
                            mem_real[mem_write_addr + (1 << stage_counter)] <= bf_y2_real;
                            mem_imag[mem_write_addr + (1 << stage_counter)] <= bf_y2_imag;
                        end else begin
                            mem_read_addr1 <= butterfly_counter;
                            mem_read_addr2 <= butterfly_counter + (1 << stage_counter);
                        end
                        if (butterfly_counter < N/2 - 1) begin
                            mem_write_addr <= butterfly_counter;
                            butterfly_counter <= butterfly_counter + 1;
                        end else begin
                            mem_write_addr <= butterfly_counter;
                            mem_real[mem_write_addr] <= bf_y1_real;
                            mem_imag[mem_write_addr] <= bf_y1_imag;
                            mem_real[mem_write_addr + (1 << stage_counter)] <= bf_y2_real;
                            mem_imag[mem_write_addr + (1 << stage_counter)] <= bf_y2_imag;
                            butterfly_counter <= 0;
                            stage_counter <= stage_counter + 1;
                        end
                    end else begin
                        state <= OUTPUT;
                        read_counter <= 0;
                    end
                end
                OUTPUT: begin
                    if (read_counter == N-1) begin
                        out_real <= mem_real[read_counter];
                        out_imag <= mem_imag[read_counter];
                        valid <= 1;
                        state <= DONE;
                    end else begin
                        out_real <= mem_real[read_counter];
                        out_imag <= mem_imag[read_counter];
                        valid <= 1;
                        read_counter <= read_counter + 1;
                    end
                end
                DONE: begin
                    valid <= 0;
                    ready <= 1;
                    state <= IDLE;
                end
            endcase
        end
    end
endmodule
module fft_butterfly (
    input  wire clk,
    input  wire rst,
    input  wire signed [15:0] x1_real,
    input  wire signed [15:0] x1_imag,
    input  wire signed [15:0] x2_real,
    input  wire signed [15:0] x2_imag,
    input  wire signed [15:0] w_real,
    input  wire signed [15:0] w_imag,
    output reg signed [15:0] y1_real,
    output reg signed [15:0] y1_imag,
    output reg signed [15:0] y2_real,
    output reg signed [15:0] y2_imag
    );
    wire signed [15:0] add_real, add_imag, sub_real, sub_imag;
    compute compute_main (
        .x1_real(x1_real),
        .x1_imag(x1_imag),
        .x2_real(x2_real),
        .x2_imag(x2_imag),
        .w_real(w_real),
        .w_imag(w_imag),
        .add_real(add_real),
        .add_imag(add_imag),
        .sub_real(sub_real),
        .sub_imag(sub_imag)
    );
    always @(posedge clk or posedge rst) begin
        if (rst) begin
            y1_real <= 0;
            y1_imag <= 0;
            y2_real <= 0;
            y2_imag <= 0;
        end else begin
            y1_real <= add_real;
            y1_imag <= add_imag;
            y2_real <= sub_real;
            y2_imag <= sub_imag;
        end
    end
endmodule
==> design/flow/run.sh <==
#!/bin/bash
# OpenROAD 26Q1-2900-gdf79404cd8, Yosys 0.63+post, stock flow scripts
make -C /OpenROAD-flow-scripts/flow DESIGN_CONFIG=/design/flow/config.mk WORK_HOME=/design/flow/orfs finish
==> design/flow/config.mk <==
export PLATFORM = sky130hd
export DESIGN_NAME = fft_64
export DESIGN_NICKNAME = fft_64
export VERILOG_FILES = /design/flow/design.v
export SDC_FILE = /design/flow/constraint.sdc
export NUM_CORES = 4
export LEC_CHECK = 1
export CORE_UTILIZATION = 40
==> design/flow/constraint.sdc <==
current_design fft_64

set clk_period 85.8
set clk_io_pct 0.2

create_clock -name clk0 -period $clk_period [get_ports {clk}]

set non_clock_inputs [all_inputs -no_clocks]
set_input_delay [expr $clk_period * $clk_io_pct] -clock clk0 $non_clock_inputs
set_output_delay [expr $clk_period * $clk_io_pct] -clock clk0 [all_outputs]
==> impl_metrics.yaml <==
# yosys + openroad results
grt:
  gr-total-overflow: 27400
  grt_pass1_wl_mm: 3240
  grt_max_degree: 130
  grt.total_usage: 1.03
  grt_pass1_vias: 293000
clock_network:
  clock_path_buffers: 4
  clock-sinks: 2191
  cts_setup_buffers: 0
  cts_htree_levels: 5
  cts.hold.buffers_added: 0
  root_buffer: "clkbuf_16"
  cts_resized: 0
  cts_buffers: 289
synthesis:
  ys_types: 85
  ys_ff: 2191
  async_flop_share: 0.0452
  yosysTopAreaCellShare: 0.324
  ys_top_cells_by_area: "edfxtp_1 (32%), a21oi_1 (9.2%), a22oi_1 (8.6%), fa_1 (7.4%), nand2_1 (6.5%)"
  synth_stat.cells: 24200
  top_area_cell: "edfxtp_1"
  ys_area_sq_um: 194000
  synthCells: 24200
  yosysWarnings: 7
  syn_area_sq_um: 194000
  edf_count: 2092
  ys.flop_type: "edfxtp_1"
  ys_seq_frac: 0.336
  synth_area_per_cell_sq_um: 8.03
placed_design:
  port_buffers: 68
  place_congestion: 1.39
  dpl_cell_area_sq_um: 213000
  placed_cells: 29900
  hpwl_mm: 1570
floorplan:
  boundaryPins: 69
  die_height_um: 699
  fp-row-count: 255
  fp-utilization: 0.402
  die_width_um: 699
outcome:
  tool.error: "[ERROR GRT-0116] Global routing finished with congestion. Check the congestion regions in the DRC Viewer."
  lastStage: "5_1_grt"
  status: "stopped before the end"
synth_stat cells (33+ instances only):
master,instances
a21oi_1,3570
a221o_1,172
a221oi_1,616
a22o_1,643
a22oi_1,2224
a31oi_1,105
and3_1,132
buf_1,224
clkbuf_1,2520
dfrtp_1,97
edfxtp_1,2092
fa_1,720
ha_1,333
inv_1,956
mux2i_1,138
nand2_1,3367
nand2b_1,116
nand3_1,958
nand4_1,443
nor2_1,1398
nor2b_1,40
nor3_1,65
nor4_1,135
o211ai_1,404
o21ai_0,1934
o21ai_1,33
o221ai_1,34
or2_2,202
xnor2_1,125
xor2_1,40
metrics by stage:
step / total power [W] / setup slack, ns / util
after floorplan: 0.00124 / 63.59 / -
after global placement: 0.00127 / 64.13 / 0.441
after detailed placement: 0.00127 / 64.15 / 0.441
after CTS: 0.00254 / 65.20 / 0.460
logic make-up after synthesis:
logic type                 synth area share
AOI/OAI and AO/OA                     0.322
and+or+nand+nor                       0.158
buffers and inverters                0.0726
DFF                                   0.336
adders and majority gates            0.0958
xor gates and xnor gates            0.00745
muxes                               0.00718
per-layer routing:
layer  GRT overflow  global-route usage
met5            533               0.926
met4           4986               0.988
met3           4612               0.995
met2          12400                1.09
met1           4917                1.01
No activity file was given, so power comes from the tool's default toggle rates.
